==> ./run.sh <==
#!/bin/bash
# OpenROAD 26Q1-2900-gdf79404cd8, Yosys 0.63+post, stock flow scripts
make -C /OpenROAD-flow-scripts/flow DESIGN_CONFIG=/design/flow/config.mk WORK_HOME=/design/flow/orfs finish
==> ./config.mk <==
export PLATFORM = sky130hd
export DESIGN_NAME = AssembledLogicAnalyzer
export DESIGN_NICKNAME = AssembledLogicAnalyzer
export VERILOG_FILES = /design/flow/design.v
export SDC_FILE = /design/flow/constraint.sdc
export NUM_CORES = 4
export LEC_CHECK = 1
export CORE_UTILIZATION = 50
export SYNTH_MEMORY_MAX_BITS = 65536
==> ./constraint.sdc <==
current_design AssembledLogicAnalyzer

set clk_period 7786.3
set clk_io_pct 0.2

create_clock -name clk0 -period $clk_period [get_ports {CLK}]

set non_clock_inputs [all_inputs -no_clocks]
set_input_delay [expr $clk_period * $clk_io_pct] -clock clk0 $non_clock_inputs
set_output_delay [expr $clk_period * $clk_io_pct] -clock clk0 [all_outputs]
==> ./design.v <==
`timescale 1ns / 1ps
module ADDR_SEQUENCER(input CLK, input RST, output reg WE=0, output reg [9:0] ADDR=0);
always@(posedge CLK) begin
	if(RST) begin
			  WE<=1;
			  ADDR<=0;
			  end
	else if(ADDR<=1022) ADDR<=ADDR+1;
		  else if(ADDR==1023) WE<=0;
end
endmodule
`timescale 1ns / 1ps
module AssembledLogicAnalyzer(input CLK, input RXD_START, input [7:0] RXD, input TXD_DONE, input [15:0] DATA_IN, output TXD_ENABLE, 
										output [15:0] TXD);
wire RST, WE;
wire [9:0] ADDR;
wire [15:0] RAM_DATA;
wire [15:0] DATA;
wire [9:0] READ_ADDR;
wire SEL;
wire [31:0] TRIG_DATA;
wire TRIG_FORCE, TRIG_UPDATE;
ADDR_SEQUENCER seq(
	.CLK(CLK),
	.RST(RST),
	.WE(WE),
	.ADDR(ADDR)
);
OUTPUT_MUX multiplexor(
	.SEL(SEL),
	.TRIGGERED(TRIGGERED),
	.RAM_DATA(RAM_DATA),
	.DATA(TXD)
);
RAM_2_PORTS RAM(
	.CLK(CLK),
	.WE(WE),
	.WRITE_ADDR(ADDR),
	.READ_ADDR(READ_ADDR),
	.DATA_IN(DATA_IN),
	.DATA_OUT(RAM_DATA)
);
TRIGGER_DETECTOR trig_det(
	.CLK(CLK),
	.DATA_IN(DATA_IN),
	.TRIG_DATA(TRIG_DATA),
	.TRIG_UPDATE(TRIG_UPDATE),
	.TRIG_FORCE(TRIG_FORCE),
	.RST(RST),
	.TRIGGERED(TRIGGERED)
);
INSTRUCTION_DECODER dec(
	.CLK(CLK),
	.RXD(RXD),
	.RXD_START(RXD_START),
	.TXD_DONE(TXD_DONE),
	.TXD_ENABLE(TXD_ENABLE),
	.MUX_SEL(SEL),
	.RAM_ADDR(READ_ADDR),
	.TRIG_DATA(TRIG_DATA),
	.TRIG_UPDATE(TRIG_UPDATE),
	.TRIG_FORCE(TRIG_FORCE)
);
endmodule
`timescale 1ns / 1ps
module INSTRUCTION_DECODER(input CLK, input [7:0] RXD, input RXD_START, input TXD_DONE, output TXD_ENABLE, output reg MUX_SEL,
									output reg [9:0] RAM_ADDR, output reg [31:0] TRIG_DATA, output reg TRIG_UPDATE, output reg TRIG_FORCE);
reg [2:0] STATE=0;  
reg [1:0] COUNT;  
reg [23:0] TMP;
reg TXD_ENABLE_INT;
assign TXD_ENABLE=TXD_ENABLE_INT;
always@(posedge CLK)
	case(STATE)
		0: begin
				TXD_ENABLE_INT<=0;
				TRIG_UPDATE<=0;
				TRIG_FORCE<=0;
				COUNT<=0;
				if(RXD_START && RXD==1) begin
													STATE<=1;
													COUNT<=0;
												end
				if(RXD_START && RXD==2) begin
												STATE<=3;
												TXD_ENABLE_INT<=1;
												end
				if(RXD_START && RXD==3) STATE<=4;
				if(RXD_START && RXD==4) begin
												STATE<=5;
												RAM_ADDR<=0;
												end
			end
		1: begin
				TRIG_UPDATE<=0;
				if(COUNT<3 && RXD_START) begin
												 COUNT<=COUNT+1;
												 TMP<={TMP[15:0], RXD};
												 end
				if(COUNT==3 && RXD_START) begin
												  TRIG_DATA<={TMP[23:0], RXD};
												  STATE<=2;
												  end
			end
		2: begin
				TRIG_UPDATE<=1;
				COUNT<=0;
				STATE<=0;
			end
		3: begin
				if(TXD_DONE) begin
								 STATE<=0;
								 TXD_ENABLE_INT<=0;
								 end
					else MUX_SEL<=0;
			end
		4: begin
				TRIG_FORCE<=1;
				STATE<=0;
			end
		5: begin
				MUX_SEL<=1;
				TXD_ENABLE_INT<=1;
				if(RAM_ADDR==1023 && TXD_DONE) STATE<=0;
				else begin
					  if(TXD_DONE) begin
										RAM_ADDR<=RAM_ADDR+1;
										end
					  end
			end
	endcase
endmodule
`timescale 1ns / 1ps
module OUTPUT_MUX(input SEL, input TRIGGERED, input [15:0] RAM_DATA, output [15:0] DATA);
assign DATA=SEL?RAM_DATA:TRIGGERED;
endmodule
`timescale 1ns / 1ps
module RAM_2_PORTS(input CLK, input WE, input [9:0] WRITE_ADDR, input [9:0] READ_ADDR, input [15:0] DATA_IN, output reg [15:0] DATA_OUT);
reg [15:0] MEM[0:1023];
always@(posedge CLK)
	if(WE) MEM[WRITE_ADDR]<=DATA_IN;
always@(posedge CLK)
	DATA_OUT<=MEM[READ_ADDR];
endmodule
`timescale 1ns / 1ps
module TRIGGER_DETECTOR(input CLK, input [15:0] DATA_IN, input [31:0] TRIG_DATA, input TRIG_UPDATE, input TRIG_FORCE, output reg RST=0, output reg TRIGGERED=0);
wire [15:0] MASK;
wire [15:0] TRIG_COND;
reg [31:0] CURRENT_TRIG_DATA=0;
reg TRIGGERED_D;
assign MASK=CURRENT_TRIG_DATA[15:0];
assign TRIG_COND=CURRENT_TRIG_DATA[31:16];
always@(posedge CLK) begin
	TRIGGERED_D<=TRIGGERED;
	if(TRIGGERED_D==0 && TRIGGERED) RST<=1;	 
		else RST<=0;
	if((DATA_IN&MASK)==TRIG_COND || TRIG_FORCE) begin
		TRIGGERED<=1;
	end
	if(TRIG_UPDATE) begin	 
						 CURRENT_TRIG_DATA<=TRIG_DATA;
						 RST<=0;
						 TRIGGERED<=0;
						 end
end
endmodule
==> results.sh <==
# flow metrics
export IMPL_skew_ps=118
export IMPL_die_h_um=1130
export IMPL_fin_ws_ps=6225570
export IMPL_cpMaxStageDelayCell="buf_4"
export IMPL_final_layout_top_logic_cells="edfxtp_1, mux4_2, buf_4, clkbuf_16, mux2i_1"
export IMPL_drtPass1Iterations=6
export IMPL_avgRoutedWirePerCell_um=44.8
export IMPL_crit_required_ps=6229040
export IMPL_cts_buffers=1719
export IMPL_cts_resized=0
export IMPL_num_rows=413
export IMPL_grt_antenna_before_repair=276
export IMPL_cp_end_kind="output pin"
export IMPL_avgSynthCellArea_um2=22.3
export IMPL_chip_area_mm2=1.27
export IMPL_final_util_pct=57.2
export IMPL_wirelength_um=2230000
export IMPL_tns_ps=0
export IMPL_power_leakage_nw=228
export IMPL_grt_pass1_wl_um=2980000
export IMPL_drt_iter0_drc=26500
export IMPL_syn_area_mm2=0.633
export IMPL_grt_util_all_layers_pct=40.0
export IMPL_period_used_pct=20.0
export IMPL_grt_max_degree=165
export IMPL_coreArea_mm2=1.26
export IMPL_crit_path_cell_trace="buf_4 > buf_4 > and2_1 > clkdlybuf4s50_1"
export IMPL_numSynthFlops=16500
export IMPL_synth_warnings=5
export IMPL_via_per_inst=6.56
export IMPL_synth_edff_count=16500
export IMPL_ant_nets=0
export IMPL_crit_family="buffers and inverters"
export IMPL_clock_fmax_mhz=0.641
export IMPL_ys_cells=28400
export IMPL_yosys_area_mm2=0.633
export IMPL_initCoreUtil_pct=50.1
export IMPL_htreeDepth=7
export IMPL_synth_cell_types=80
export IMPL_drive_gt1_share_pct=29.1
export IMPL_slew_headroom_pct=4.70
export IMPL_cts_hold_buf=0
export IMPL_postSynthSeqShare_pct=78.3
export IMPL_crit_path_start_kind="flop"
export IMPL_clk_root_buffer_cell="clkbuf_16"
export IMPL_dp_slack_ps=6224630
export IMPL_tritoncts="built"
export IMPL_min_path_type="flop to flop"
export IMPL_fin_area_mm2=0.722
export IMPL_dp_hpwl_um=1380000
export IMPL_rsz0062_at_grt="no"
export IMPL_cts_setup_buffers=0
export IMPL_clk_path_buf_depth=6
export IMPL_tightestPinTransition_ps=1430
export IMPL_worstPathMaxFanout=10
export IMPL_synthCells=28400
export IMPL_port_buffers=43
export IMPL_cp_num_buf_inv=3
export IMPL_p_per_area_mw_per_mm2=0.273
export IMPL_ff_type="edfxtp_1"
export IMPL_gp_congestion=0.951
export IMPL_clock_sinks=16500
export IMPL_instances_no_fill=49700
export IMPL_crit_type="flop to output pin"
export IMPL_hold_viol=0
export IMPL_slew_viol_final=0
export IMPL_grt_overflow=0
export IMPL_whs_ps=418
export IMPL_max_cap_violations=0
export IMPL_grt_pass1_vias=350000
export IMPL_placed_area_mm2=0.668
export IMPL_lay_top_count="edfxtp_1"
export IMPL_p_total_mw=0.197
export IMPL_async_flop_share_pct=0
export IMPL_arrival_ps=3470
export IMPL_die_w_um=1130
export IMPL_slowest_delay_ps=650
export IMPL_drcViolationCount=0
export IMPL_clk_latency_ps=1400
export IMPL_clkTransAtPathRegs_ps=60
export IMPL_warnings=105
export IMPL_io_pins=44
export IMPL_peakVddDrop_v=0.000000228
export IMPL_setup_viol=0
export IMPL_period_needed_ps=1560730
export IMPL_status="completed"
export IMPL_routed_via_count=326000
export IMPL_area_growth_pct=14.1
export IMPL_cp_common_cell="buf_4"
export IMPL_place_inst=46100
-- report_power, final --
| part | switching (mW) | internal, mW | leakage [nW] | total, mW |
|---|---|---|---|---|
| Combinational | 0.0135 | 0.00536 | 53.6 | 0.0189 |
| Sequential | 0.000300 | 0.0983 | 148 | 0.0988 |
| Clock | 0.0336 | 0.0457 | 26.1 | 0.0793 |
-- registers in the layout, indices dropped and copies added, names as in the netlist --
name                        flops
RAM.MEM                     16384
dec.TRIG_DATA                  32
trig_det.CURRENT_TRIG_DATA     32
dec.TMP                        24
RAM.DATA_OUT                   16
dec.RAM_ADDR                   10
seq.ADDR                       10
dec.STATE                       3
dec.COUNT                       2
dec.MUX_SEL                     1
dec.TRIG_FORCE                  1
dec.TRIG_UPDATE                 1
dec.TXD_ENABLE_INT              1
seq.WE                          1
trig_det.RST                    1
trig_det.TRIGGERED              1
trig_det.TRIGGERED_D            1
-- per-layer routing --
layer / share of wire, % / global-route usage, % / wire (µm)
met1: 25 / 40.3 / 555000
met4: 6.8 / 21.0 / 152000
met3: 24 / 41.3 / 544000
met2: 43 / 50.0 / 957000
met5: 0.95 / 16.4 / 21200
-- cell families (layout without fill, tap and decap cells) --
family | count (synthesis) | in the layout | share of synthesized area [%]
other | 0 | 537 | 0
buffers and inverters | 1764 | 5725 | 1.54
XOR/XNOR | 32 | 32 | 0.0443
AND/OR/NAND/NOR | 2248 | 2248 | 1.48
adder cells (fa/ha/maj) | 6 | 6 | 0.0119
AND-OR/OR-AND | 2676 | 2676 | 2.91
flip-flops | 16500 | 16500 | 78.3
multiplexers | 5180 | 5180 | 15.7
-- final cells by class --
class,instances,area [µm²]
clock inverter,965,8530
clock buffer,2093,44900
tap,16800,21000
fill,89100,541000
sequential,16500,496000
antenna,537,1340
timing repair buffer,2652,20700
inverter,15,109
multi-input combinational,10100,130000
-- synthesized netlist by cell type, types with 22 or more instances --
| master | n | area share (%) |
|---|---|---|
| nand2_1 | 554 | 0.33 |
| xnor2_1 | 26 | 0.036 |
| mux2i_1 | 1338 | 2.1 |
| o221ai_1 | 124 | 0.17 |
| edfxtp_1 | 16500 | 78 |
| o211ai_1 | 53 | 0.063 |
| a2111oi_0 | 31 | 0.043 |
| buf_2 | 512 | 0.40 |
| buf_6 | 190 | 0.34 |
| mux4_2 | 3807 | 14 |
| o22ai_1 | 246 | 0.24 |
| a21oi_1 | 544 | 0.43 |
| nor2_1 | 1234 | 0.73 |
| nor2b_1 | 23 | 0.023 |
| clkbuf_1 | 671 | 0.40 |
| a211oi_1 | 112 | 0.13 |
| dfxtp_1 | 30 | 0.095 |
| buf_1 | 164 | 0.097 |
| o21ai_0 | 353 | 0.28 |
| nand4_1 | 36 | 0.036 |
| nor4_1 | 32 | 0.032 |
| buf_8 | 22 | 0.052 |
| nor3_1 | 78 | 0.062 |
| and2_1 | 39 | 0.039 |
| and3_1 | 30 | 0.030 |
| a22oi_1 | 503 | 0.60 |
| a221oi_1 | 348 | 0.48 |
| a22o_1 | 111 | 0.15 |
| buf_4 | 181 | 0.21 |
| a31oi_1 | 71 | 0.070 |
| mux2_2 | 31 | 0.055 |
| nand3_1 | 159 | 0.13 |
-- path summary, 6_finish.rpt --
path | from | to | slack, ps | depth (start not counted)
setup / recovery | dec.MUX_SEL | TXD[15] | 6225570 | 4
hold / removal | dec.TRIG_DATA[26] | trig_det.CURRENT_TRIG_DATA[26] | 420 | 0
setup reg to reg | dec.RAM_ADDR[0] | RAM.DATA_OUT[15] | 7774980 | 21
hold reg to reg | dec.TRIG_DATA[26] | trig_det.CURRENT_TRIG_DATA[26] | 420 | 0
-- worst register-to-register path, delay by kind of cell (launching register included) --
kind	cells	cell delay, ps
mux	1	280
buf+inv	13	7350
compound gates	6	1980
flops	1	340
simple gates	1	950
Power and IR drop assume default switching activity.
